File: flow/design.v
`timescale 1ns/1ns
module controller (input clk, rst, input [2:0] opcode,  output reg IorD, srcA, srcB, lda, ldb,
                  output reg PCsrc, PCwrite, memRead, IRwrite, tos, pop, push, MtoS, PCwriteCond, memWrite, output reg [1:0] ALUop);
      parameter If = 0, getTop = 1, readFromMem = 2, pushFromMem = 3, popStage = 4, secOprndPop = 5, loadB = 6, jump = 7,
                loadA = 8, branch = 9, ALUfuncNot = 10, ALUfunc = 11, pushRes = 12, writeToMem = 13;
      reg[3:0] ps, ns;
      always @ (posedge rst, posedge clk) begin
        if (rst) ps <= If;
        else ps <= ns;
      end
      always @ (ps, opcode) begin : State_changing_block
        case (ps)
          If: ns <= getTop;
          getTop: ns <= (opcode == 3'b100) ? readFromMem :
                        (opcode == 3'b110) ? jump :
                        (opcode == 3'b111) ? branch :
                        popStage;
          readFromMem: ns <= pushFromMem;
          pushFromMem: ns <= If;
          jump: ns <= If;
          branch: ns <= If;
          popStage: ns <= loadA;
          loadA: ns <= (opcode == 3'b101) ? writeToMem :
                       (opcode == 3'b011) ? ALUfuncNot :
                       secOprndPop;
          writeToMem: ns <= If;
          ALUfuncNot: ns <= pushRes;
          secOprndPop: ns <= loadB;
          loadB: ns <= ALUfunc;
          ALUfunc: ns <= pushRes;
          pushRes: ns <= If;
        endcase
      end
      always @ (ps) begin
        {IorD, srcA, srcB, lda, ldb, PCsrc, PCwrite, memRead, IRwrite, tos, pop, push, MtoS, PCwriteCond, memWrite, ALUop} = 16'b0;
        case (ps)
          If: begin
            IorD = 0;
            srcA = 1;
            srcB = 1;
            ALUop = 0;
            PCsrc = 0;
            PCwrite = 1;
            memRead = 1;
            IRwrite = 1;
          end
          getTop: begin
            tos = 1;
          end
          readFromMem: begin
            IorD = 1;
            memRead = 1;
          end
          pushFromMem: begin
            MtoS = 1;
            push = 1;
          end
          popStage: begin
            pop = 1;
          end
          secOprndPop: begin
            pop = 1;
          end
          loadB: begin
            ldb = 1;
          end
          jump: begin
            PCsrc = 1;
            PCwrite = 1;
          end
          loadA: begin
            lda = 1;
          end
          branch: begin
            PCwriteCond = 1;
            PCsrc = 1;
          end
          ALUfuncNot: begin
            ALUop = 3;
          end
          ALUfunc: begin
            ALUop = opcode[1:0];
          end
          pushRes: begin
            push = 1;
          end
          writeToMem: begin
            IorD = 1;
            memWrite = 1;
          end
        endcase
      end
endmodule
File: flow/run.sh
#!/bin/bash
# OpenROAD 26Q1-2900-gdf79404cd8, Yosys 0.63+post, stock flow scripts
make -C /OpenROAD-flow-scripts/flow DESIGN_CONFIG=/design/flow/config.mk WORK_HOME=/design/flow/orfs finish
File: flow/config.mk
export PLATFORM = sky130hd
export DESIGN_NAME = controller
export DESIGN_NICKNAME = controller
export VERILOG_FILES = /design/flow/design.v
export SDC_FILE = /design/flow/constraint.sdc
export NUM_CORES = 4
export LEC_CHECK = 1
export CORE_AREA = 10 10 76 76
export DIE_AREA = 0 0 86 86
File: flow/constraint.sdc
current_design controller

set clk_period 2.4
set clk_io_pct 0.2

create_clock -name clk0 -period $clk_period [get_ports {clk}]

set non_clock_inputs [all_inputs -no_clocks]
set_input_delay [expr $clk_period * $clk_io_pct] -clock clk0 $non_clock_inputs
set_output_delay [expr $clk_period * $clk_io_pct] -clock clk0 [all_outputs]
==> run_results.csv <==
group,metric,value,unit
outcome,status,"finished clean",
worst_setup_path,cp_max_fo,13,
sta,unclocked_pins,4,
worst_setup_path,critPathArrivalTime,1.72,ns
synthesis,synth_cell_types,31,
clock_network,ctsHoldBuffers,0,
job,drv_cap,0,
route,vias,564,
synthesis,synth.avg_cell_area,8.25,sq um
worst_setup_path,critPathLaunchType,"flip-flop",
sta,fmax,455,MHz
worst_setup_path,cp_data_required_time,1.92,ns
sta,setup_viol,0,
sta,hold_viol,0,
synthesis,ys_cells,67,
power_and_ir_drop,switching_share,18.2,%
synthesis,yosysWarnings,1,
worst_setup_path,cpPeakStageDelay,0.50,ns
power_and_ir_drop,power.share.clock,62.0,%
floorplanning,die_w,86,um
floorplanning,die_h,86,um
worst_setup_path,path_buffers,1,
clock_network,cts_max_level,1,
clock_network,post_cts_buffers,0,
route,initialDrtViolationCount,30,
route,ant_nets,0,
power_and_ir_drop,p_leak,0.328,nW
sta,slew_viol_final,0,
power_and_ir_drop,power_frac_comb,7.7,%
route,drc,0,
power_and_ir_drop,total_power,0.000225,W
power_and_ir_drop,power-per-cell-area,260,nW/um^2
worst_setup_path,critPathSlowestCell,"dfrtp_2",
synthesis,ys.flops,8,
floorplanning,ioPinCount,22,
synthesis,ys_area,553,sq um
worst_setup_path,endpoint,"PCwrite",
power_and_ir_drop,ir_worst_vdd,112,uV
route,n_antenna_cell,0,
route,vias_per_cell,4.09,
route,wire_per_inst,11.3,um
worst_setup_path,crit_family,"flip-flops",
placed_design,finalWeightedCongestion,0.778,
power_and_ir_drop,switchingPower,0.0000410,W
worst_setup_path,crit_start,"ps[1]",
clock_network,cts.clk_slew.worst_paths,0.03,ns
sta,tightest_slew,0.405,ns
sta,rsz0062_at_grt,"no",
grt,grt_max_degree,18,
worst_setup_path,path_cells,"or3_1, a21oi_1, clkdlybuf4s50_1",
grt,antenna_found_initial,0,
clock_network,tritoncts,"yes",
power_and_ir_drop,p_int,0.000184,W
grt,grt_pass1_wl,2.51,mm
worst_setup_path,crit_cells,3,
finish,comb_area,342,sq um
grt,grt_usage,4.04,%
power_and_ir_drop,seq_power_share,30.3,%
synthesis,synthCells,67,
sta,fin_crit,2.20,ns
finish,drive_gt1_share,15.9,%
floorplanning,rows,23,
hold_path,hp-class,"in2async",
clock_network,clock_path_buffers,2,
route,finalWirelength,1.56,mm
floorplanning,core,4120,sq um
sta,timing.slew.headroom,72.8,%
sta,untimed_endpoints,8,
finish,n_fill_cell,449,
job,tool_warnings,25,
clock_network,clock_tree.root_cell,"clkbuf_8",
sta,period_used_share,91.6,%
finish,area_growth,56.3,%
clock_network,numCtsBuffers,3,
placed_design,hpwlAfterDp,1.21,mm
worst_setup_path,end_kind,"primary output",
floorplanning,die_area,7400,sq um
finish,register_area,164,sq um
grt,globalRouteOverflowTotal,0,
synthesis,synthesis.area,553,sq um
route,first_pass_iters,4,
worst_setup_path,crit_type,"reg2out",
placed_design,io_buffers,21,
grt,grt_pass1_vias,519,
sta,tns,0,ns
floorplanning,fp_util,13.4,%
cell usage in the layout, fill, tap and decap left out, drive strengths merged:
| cell type | count |
|---|---|
| clkdlybuf4s50 | 21 |
| a21oi | 7 |
| nor2 | 5 |
| nand2b | 4 |
| nor2b | 4 |
| inv | 4 |
| dlxtn | 4 |
| buf | 4 |
| dfrtp | 4 |
| and3 | 3 |
| clkbuf | 3 |
| nor4b | 2 |
| nand2 | 2 |
| nand3 | 2 |
| nand3b | 2 |
| nor3 | 2 |
| a31o | 2 |
| and2 | 1 |
| a21boi | 1 |
| o221ai | 1 |
| mux2i | 1 |
| nand4 | 1 |
| o21a | 1 |
| o211ai | 1 |
| o32ai | 1 |
| or3b | 1 |
| nor3b | 1 |
| o311ai | 1 |
| nor4 | 1 |
| or3 | 1 |
state kept, by name, summed over array words and instances, names as in the netlist:
signal and flops:
ns 4, ps 4
per-layer routing:
metal  vias up  share of wire [%]  global-route usage (%)
li1        279                  -                       -
met1       262                 46                    5.85
met2        19                 47                    6.09
met3         4                4.1                   0.381
met4         0                3.3                    1.35
met5         -                  0                       0
cell usage after synthesis:
library cell	number	area, sq um
or3_1	1	6.26
o211ai_1	1	7.51
mux2i_1	1	10.0
a21oi_1	6	30.0
nor2b_1	4	25.0
nor4_1	1	6.26
nor2_1	5	18.8
nand2_1	2	7.51
clkbuf_1	3	11.3
o311ai_2	1	16.3
a31o_1	2	17.5
o221ai_1	1	8.76
nor3b_1	1	7.51
nand2b_1	4	25.0
nand3_1	2	10.0
and3_1	3	18.8
nor3_1	2	10.0
o32ai_1	1	8.76
buf_2	2	10.0
or3b_1	1	8.76
dlxtn_1	4	60.1
a21oi_2	1	8.76
a21boi_1	1	7.51
nor4b_4	2	47.6
o21a_1	1	7.51
nand3b_1	2	15.0
inv_1	4	15.0
and2_1	1	6.26
buf_4	2	15.0
dfrtp_1	4	100
nand4_1	1	6.26
how the worst min path moves through the flow:
stage | slack (ns) | start | end | cells past startpoint
final | 0.45 | rst | ps[1] | 2
after CTS | 0.45 | rst | ps[1] | 2
after global routing | 0.48 | rst | ps[0] | 2
cell type report:
type | count | share of cell area (%)
multi-input cells | 48 | 39.5
repair buffers | 25 | 27.8
inverters | 4 | 1.74
clock buffers | 3 | 4.78
flip-flops and latches | 8 | 19.0
well taps | 50 | 7.24
cells by family after synthesis:
logic type	count (synthesis)	share of synthesized area (%)
mux	1	1.81
buf+inv	11	9.27
latches	4	10.9
flops	4	18.1
compound gates	15	20.4
simple gates	32	39.6
metrics by stage:
| step | setup WS, ns | utilization [%] | hold slack [ns] | area, sq um | std cells |
|---|---|---|---|---|---|
| 2_1_floorplan | 0.816 | - | 0.246 | 553 | 67 |
| 3_3_place_gp | 0.241 | 19.9 | 0.676 | 820 | 135 |
| 3_5_place_dp | 0.239 | 19.9 | 0.677 | 820 | 135 |
| 4_1_cts | 0.0436 | 20.9 | 0.452 | 861 | 138 |
| 5_1_grt | 0.0553 | 21.0 | 0.480 | 865 | 138 |
| 6_report | 0.202 | 21.0 | 0.450 | 865 | 138 |
power by group through the flow:
stage	Sequential (W)	Clock, W	Combinational, W
6_report	0.0000682	0.000140	0.0000172
5_1_grt	0.0000681	0.000147	0.0000190
4_1_cts	0.0000682	0.000145	0.0000173
repair_timing:
action                                 4_1_cts  5_1_grt
setup endpoints to repair                    0        8
resized                                      0        3
endpoints found under the hold margin        0        0
Power is estimated from default activity; no workload was simulated.
