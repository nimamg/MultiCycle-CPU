## flow/run.sh

```bash
#!/bin/bash
# OpenROAD 26Q1-2900-gdf79404cd8, Yosys 0.63+post, stock flow scripts
make -C /OpenROAD-flow-scripts/flow DESIGN_CONFIG=/design/flow/config.mk WORK_HOME=/design/flow/orfs finish
```

## flow/config.mk

```make
export PLATFORM = sky130hd
export DESIGN_NAME = AReg
export DESIGN_NICKNAME = AReg
export VERILOG_FILES = /design/flow/design.v
export SDC_FILE = /design/flow/constraint.sdc
export NUM_CORES = 4
export LEC_CHECK = 1
export CORE_AREA = 10 10 70 70
export DIE_AREA = 0 0 80 80
```

## flow/constraint.sdc

```tcl
current_design AReg

set clk_period 1.0
set clk_io_pct 0.2

create_clock -name clk0 -period $clk_period [get_ports {clk}]

set non_clock_inputs [all_inputs -no_clocks]
set_input_delay [expr $clk_period * $clk_io_pct] -clock clk0 $non_clock_inputs
set_output_delay [expr $clk_period * $clk_io_pct] -clock clk0 [all_outputs]
```

## flow/design.v

```verilog
`timescale 1ns/1ns
module AReg(input[7:0] inp, input ldA, clk, rst, output reg[7:0] out);
    always @(posedge rst, posedge clk) begin
        if (rst)
            out <= 8'b0;
        else if (ldA)
            out <= inp;
        else
            out <= out;
    end
endmodule
```

==> results_dict.tcl <==
# implementation run metrics
set metrics [dict create \
    maxSlewHeadroom_pct 80.34 \
    critPathBufInv 1 \
    grt_max_degree 9 \
    clk_pin_slew_ns 0.05 \
    grt_pass1_wl_um 1421 \
    fp_util_pct 9.817 \
    first_pass_iters 2 \
    path_class "reg2out" \
    finalCritPeriodShare_pct 94.05 \
    rsz0062_at_grt "false" \
    largest_register "out" \
    cts_inserted_buffers 3 \
    ioPinCount 19 \
    max_freq_ghz 1.063 \
    critPathArrivalTime_ns 0.74 \
    ir_worst_vdd_v 0.0002022 \
    reg_top3 "out (8)" \
    tightest_slew_ns 0.2946 \
    final_cell_mix "clkdlybuf4s50_1 (9), mux2_4 (8), dfrtp_1 (8)" \
    synth_area_per_cell_um2 18.63 \
    syn_inst 18 \
    wl_per_cell_um 9.831 \
    final.min_clock_period_ns 0.9405 \
    coreArea_um2 3416 \
    pwr_density_cell_nw_per_um2 1297 \
    ys_seq_share_pct 59.70 \
    fin_ws_ns 0.05947 \
    ys_warn_count 1 \
    ys_types 4 \
    dp_slack_ns -0.2766 \
    worst_setup_path_start_kind "flop" \
    layout-drive-gt1-share_pct 55.81 \
    tool_warnings 25 \
    h-tree-depth 1 \
    chipArea_um2 6400 \
    p_total_uw 769.4 \
    synth_area_um2 335.3 \
    drt_iter0_markers 6 \
    end_kind "output pin" \
    ys_cells 18 \
    path_depth 1 \
    io_buffers 18 \
    topCellsByArea "dfrtp_1 (60%), mux2_4 (36%), buf_6 (3.4%)" \
    grt_pass1_vias 295 \
    finalHoldViolations 0 \
    slowest_stage "dfrtp_1" \
    cpPeakStageDelay_ns 0.38 \
    die_w_um 80 \
    cts_tree "done" \
    largest_reg_flops 8 \
    crit_family "flip-flops" \
    cap_violations 0 \
    grt.overflow.total 0 \
    vias_per_cell 2.573 \
    clk_latency_ns 0.24 \
    vias 229 \
    layout.cells.most_common "clkdlybuf4s50_1" \
    hp-class "in2async" \
    outcome "completed" \
    top_cell_area_share_pct 59.70 \
    cp_max_fo 2 \
    fp-row-count 21 \
    die_h_um 80 \
    power_leakage_nw 0.2800 \
    placed_cells 84 \
    cts_hold_buf 0 \
    area_growth_pct 76.87 \
    grt_usage_pct 2.839 \
    routed_wl_um 875 \
    drtAntennaViolNets 0 \
    placed_area_um2 596.8 \
    synth_top_cell_by_area "dfrtp_1" \
    ys_area_um2 335.3 \
    clk_path_buf_depth 2 \
    ys.flops 8 \
    post-route-drc-count 0 \
    fin_skew_ns 0 \
    clock_sinks 8 \
    stdcell_count 89 \
    worst_hold_slack_ns 0.2165 \
    rr_worst_depth 2 \
    antenna_found_initial 0 \
    setup_viol 0 \
    timing.final.max_slew_violations 0 \
    antenna_cells 0 \
    place.gp.congestion 0.7078 \
    crit_required_ns 0.80 \
    fin_area_um2 593.1 \
    clockRootBuffer "clkbuf_4" \
    critical_path.cell_chain "buf_2" \
]
==> logic make-up after synthesis <==
logic type             Yosys count  share of synthesized area, %
buffers and inverters            2                         4.476
DFF                              8                         59.70
muxes                            8                         35.82
==> Yosys cell counts <==
| cell | count |
|---|---|
| dfrtp_1 | 8 |
| mux2_4 | 8 |
| buf_6 | 1 |
| inv_1 | 1 |
==> where the power goes <==
part           internal, mW  switching (mW)
logic                 0.127          0.0391
registers             0.357          0.0166
clock network         0.136          0.0937
==> per-stage QoR <==
step                setup TNS (ns)  util, %
finish                           0    17.36
global route                     0    17.36
CTS                              0    18.17
detailed placement          -2.225    17.47
global placement            -2.211    17.47
floorplan                        0        -
==> routing by layer <==
metal,track usage (%),share of wire [%],up-vias
met5,0,0,-
met2,4.976,51,9
met1,3.102,39,107
met4,1.408,4.7,0
li1,-,-,111
met3,0.6818,5.3,2
==> timing repair <==
action	CTS	global route
setup buffers	3	0
endpoints found under the setup margin	16	5
gates resized	21	4
endpoints found under the hold margin	0	0
gates cloned	0	0
==> final cells by class <==
class	count	area (um2)
flip-flops and latches	8	200.2
clock buffers	3	22.52
well taps	46	57.56
repair buffers	23	188.9
inverters	1	3.754
fillers	390	2823
multi-input cells	8	120.1
==> worst paths after layout <==
| check | startpoint | to | slack (ns) |
|---|---|---|---|
| worst max register to register | out[2] | out[2] | 0.13 |
| worst min-delay path | rst | out[0] | 0.22 |
| worst min register to register | out[3] | out[3] | 0.51 |
| worst max-delay path | out[7] | out[7] | 0.06 |
| max in group asynchronous | rst | out[5] | 0.56 |
| min in group clk0 | out[3] | out[3] | 0.51 |
Power and IR drop assume default switching activity.
