$ cat design/flow/config.mk
export PLATFORM = sky130hd
export DESIGN_NAME = stack
export DESIGN_NICKNAME = stack
export VERILOG_FILES = /design/flow/design.v
export SDC_FILE = /design/flow/constraint.sdc
export NUM_CORES = 4
export LEC_CHECK = 1
export CORE_UTILIZATION = 40
$ cat design/flow/constraint.sdc
current_design stack

set clk_period 7.2
set clk_io_pct 0.2

create_clock -name clk0 -period $clk_period [get_ports {clk}]

set non_clock_inputs [all_inputs -no_clocks]
set_input_delay [expr $clk_period * $clk_io_pct] -clock clk0 $non_clock_inputs
set_output_delay [expr $clk_period * $clk_io_pct] -clock clk0 [all_outputs]
$ cat design/flow/design.v
`timescale 1ns/1ns
module stack(input[7:0] din, input push, pop, tos, clk, rst, output reg[7:0] dout);
    reg[7:0] mem [0:31];
    reg[4:0] top;
    always @(posedge clk, posedge rst) begin
        if (rst) begin
            integer i;
            for (i = 0 ; i < 32 ; i = i + 1) begin
              mem[i] = 0;
            end
            top = 0;
        end
        else begin
            if (push) begin
                top <= top + 1;
                mem[top] <= din;
            end
            else if (pop) begin
                top = top - 1;
                dout = mem[top];
            end
            else if (tos) begin
                dout = mem[top - 1];
            end
            else begin
              dout = dout;
            end
        end
    end
endmodule
$ cat design/flow/run.sh
#!/bin/bash
# OpenROAD 26Q1-2900-gdf79404cd8, Yosys 0.63+post, stock flow scripts
make -C /OpenROAD-flow-scripts/flow DESIGN_CONFIG=/design/flow/config.mk WORK_HOME=/design/flow/orfs finish
==> Changelog: implementation <==
### Implementation results

- Min-delay worst type: reg2reg
- Critical Path RT: 7.48 ns
- HP Start: mem[12][2]
- TNS Setup: 0 ns
- Flop pwr share: 36.5%
- CTS Buffer Depth: 3
- WL/cell: 29.1 µm
- Setup Buffers After CTS: 0
- Least-Margin Pin Slew: 1.07 ns
- Sw Share: 41.5%
- Vias in the first global route: 10,500
- Comb pwr share: 43.0%
- Post-Syn Area: 13,800 µm²
- Die Ht: 187 µm
- Crit-path max FO: 47
- Worst-path clk slew: 0.06 ns
- Syn-to-layout area delta: 11.7%
- Kind of critical path: reg2reg
- DRT iter0 DRCs: 875
- Seq/Total Area, Yosys: 49.2%
- Routed Antenna Nets: 0
- Synthesis area per yosys: 13,800 µm²
- Post-synth ARST share: 97.0%
- Critical R2R Launch: top[0]
- # hold bufs at CTS: 0
- R2R Path End: dout[5]
- Outcome: complete, no violations
- Peak supply drop: 269 µV
- Post-DP HPWL: 31.5 mm
- Io pins: 21
- Commonest flop: dfrtp_1
- Post-synth EDFFs: 8
- RSZ-0062 raised after global routing: no
- Post-route DRC: 0
- Chip area: 35,100 µm²
- Cell depth of the worst flop-to-flop path: 9
- Core footprint: 33,700 µm²
- Total CTS buffers: 29
- CP max-delay cell: dfrtp_1
- Tool warning count: 36
- Resized Gates After CTS: 0
- Total gr overflow: 0
- Count leader, synth: dfrtp_1
- Startpoint types: flip-flop
- Switching pwr: 3040 µW
- Cell Chain, Critical Path: inv_1 -> ha_1 -> buf_4 -> and3b_1 -> a31oi_2 -> nor2_1 -> a32o_1 -> nor3_1 -> a41oi_2
- Clock latency on the worst-skew pair: 0.57 ns
- Flops & latches, synth: 269
- WL final: 47.3 mm
- Avg Inst Size Synth: 11.8 µm²
- PD cells: 476 nW/µm²
- Die Wd: 187 µm
- Clock network fraction of design power: 20.4%
- Cell family with most CP delay: simple AND/OR/NAND/NOR gates
- First-pass GRT wire length: 71.7 mm
- YS warnings: 2
- Max-cap check violation count: 0
- CTS tree: done
- Standard-cell rows: 67
- Worst path bufs/invs: 2
- Initial antenna violation count: 0
- ANT cells: 0
- Layout cell share with drive strength beyond 1: 31.2%
- Final hold vios: 0
- Pre-Repair DR Iteration Count: 5
- Slew Limit Fails: 0
- RD Place Congestion: 1.04
- R2r setup slk: 3.16 ns
- Max-Slew Margin vs Limit: 28.5%
- Crit path largest cell delay: 0.71 ns
- Pwr Total: 7310 µW
- Hold Path Depth: 1
- Fmax: 0.248 GHz
- Port Buf Inserts: 20
- Area share, top type: 47.5%
- Post-synth top cells: dfrtp_1, mux2_2, nand2_1
- Total GRT Usage: 28.7%
- Cell leakage power: 0.00638 µW
- Cell Type Count: 78
- Internal power: 4280 µW
- Vias/cell: 6.44
- Top cells by area, synth: dfrtp_1, mux2_2, a22o_1
- Final period utilization: 56.1%
- Routed vias: 10,500
- Fin crit period: 4.04 ns
- Largest area contributor in the netlist: dfrtp_1
- CP Capture Type: flip-flop
- Worst path arrival time: 4.32 ns
- Largest net degree at the start of global routing: 118
- FP Util: 40.8%
- Root Driver: clkbuf_16
- Final setup violation count: 0
- Yosys Instances: 1,165
- H-Tree Depth: 1
- Total clock sinks: 269
- Clock Skew: 0.0137 ns
- Sink of the worst hold path: mem[12][2]
- Cells after Synth: 1,165
[state kept, by name, indices dropped and copies added (netlist names)]
register / flops
top: 5
dout: 8
mem: 256
[area by class of cell]
cell class	instances	area [µm²]
Clock buffer	42	825
Clock inverter	12	129
Fill cell	3094	18300
Inverter	11	45.0
Multi-Input combinational cell	788	6510
Sequential cell	269	6770
Tap cell	448	561
Timing Repair Buffer	59	518
[logic make-up (layout without fill, tap and decap cells)]
group           Yosys count  in the layout  share of synthesized area, %
buf+inv                 108            124                          3.48
xor+xnor                  6              6                         0.382
fa+ha+maj                 9              9                         0.819
compound gates          256            256                          14.8
simple gates            252            252                          9.59
flops                   269            269                          49.2
mux                     265            265                          21.6
[per-stage QoR]
step / instance area, µm² / utilization (%) / setup WS (ns) / instances / hold slack [ns]
2_1_floorplan: 13800 / - / 2.32 / 1165 / 0.458
4_1_cts: 15400 / 45.6 / 3.32 / 1629 / 0.492
3_5_place_dp: 14400 / 42.8 / 3.25 / 1575 / 0.478
3_3_place_gp: 14400 / 42.8 / 3.29 / 1575 / 0.468
6_report: 15400 / 45.6 / 3.16 / 1629 / 0.490
5_1_grt: 15400 / 45.6 / 3.07 / 1629 / 0.509
[layer usage]
metal / share of wire (%) / up-vias / wire (µm) / GRT usage (%)
met3: 9.5 / 128 / 4510 / 7.68
met4: 4.9 / 0 / 2320 / 10.9
met2: 43 / 521 / 20500 / 40.4
met1: 42 / 5404 / 20000 / 43.7
met5: 0 / - / 0 / 0
li1: - / 4434 / - / -
[power by group through the flow]
stage / Combinational [µW] / Clock [µW] / Sequential (µW)
after CTS: 3070 / 1520 / 2670
after global routing: 3300 / 1570 / 2760
final: 3150 / 1490 / 2670
[layout by cell type, fill, tap and decap left out, types with 20 or more instances in the layout]
cell	instances
dfrtp_1	260
mux2_2	246
nand2_1	61
nor2_1	41
buf_4	37
a21oi_1	33
nand3_1	31
a22oi_1	29
a22o_1	29
clkbuf_16	29
nor3_1	25
o21ai_0	20
clkdlybuf4s50_1	20
[worst max path at each step]
stage	end	slack, ns	start	cells after the start
6_report	dout[5]	3.16	top[0]	9
5_1_grt	dout[3]	3.07	top[0]	9
4_1_cts	dout[3]	3.32	top[0]	9
Power is estimated from default activity; no workload was simulated.
